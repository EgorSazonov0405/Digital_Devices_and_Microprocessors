`flow/run.sh`:
```
#!/bin/bash
# OpenROAD 26Q1-2900-gdf79404cd8, Yosys 0.63+post, stock flow scripts
make -C /OpenROAD-flow-scripts/flow DESIGN_CONFIG=/design/flow/config.mk WORK_HOME=/design/flow/orfs finish
```
`flow/config.mk`:
```
export PLATFORM = sky130hd
export DESIGN_NAME = lab82
export DESIGN_NICKNAME = lab82
export VERILOG_FILES = /design/flow/design.v
export SDC_FILE = /design/flow/constraint.sdc
export NUM_CORES = 4
export LEC_CHECK = 1
export CORE_UTILIZATION = 40
```
`flow/constraint.sdc`:
```
current_design lab82

set clk_period 5.4
set clk_io_pct 0.2

create_clock -name clk0 -period $clk_period [get_ports {clk}]

set non_clock_inputs [all_inputs -no_clocks]
set_input_delay [expr $clk_period * $clk_io_pct] -clock clk0 $non_clock_inputs
set_output_delay [expr $clk_period * $clk_io_pct] -clock clk0 [all_outputs]
```
`flow/design.v`:
```
module gray (
    input logic clk,
    input logic srst,
    output logic [3:0] dout
);
    logic [26:0] cntr;
    logic [3:0] state_counter;
    logic [3:0] gray_rom [0:15];
    logic cntr26d;
    logic en;
    initial begin
        gray_rom[0] = 4'b0000;
        gray_rom[1] = 4'b0001;
        gray_rom[2] = 4'b0011;
        gray_rom[3] = 4'b0010;
        gray_rom[4] = 4'b0110;
        gray_rom[5] = 4'b0111;
        gray_rom[6] = 4'b0101;
        gray_rom[7] = 4'b0100;
        gray_rom[8] = 4'b1100;
        gray_rom[9] = 4'b1101;
        gray_rom[10] = 4'b1111;
        gray_rom[11] = 4'b1110;
        gray_rom[12] = 4'b1010;
        gray_rom[13] = 4'b1011;
        gray_rom[14] = 4'b1001;
        gray_rom[15] = 4'b1000;
    end
    always_ff @(posedge clk) begin
        if (srst)
            cntr <= 0;
        else
            cntr <= cntr + 1;
    end
    always_ff @(posedge clk) begin
        if (srst)
            cntr26d <= 0;
        else 
            cntr26d <= cntr[26];    
    end
    assign en = cntr[26] & (~cntr26d);
    always_ff @(posedge clk or posedge srst) begin
        if (srst)
            state_counter <= 0;
        else if (en)
            state_counter <= state_counter + 1;
    end
    assign dout = gray_rom[state_counter];
endmodule
module lab82 (
    input logic clk,
    input logic srst,
    input logic btn,
    input logic [2:0] x1,
    input logic [2:0] x2,
    output logic [7:0] y
);
    typedef enum logic [1:0] {STATE_WAIT, STATE_SUM, STATE_MUL, STATE_GRAY} t_state;
    t_state state, nextstate;
    logic [3:0] sum_out;
    logic [3:0] mul_out;
    logic [3:0] gray_out;
    logic btn_prev;
    always_ff @(posedge clk) begin
        if (srst)
            state <= STATE_WAIT;
        else
            state <= nextstate;
    end
    always_ff @(posedge clk) begin
        if (srst) begin
            btn_prev <= 1'b0;
        end else begin
            btn_prev <= btn;
        end
    end
    sum summa (
        .x1(x1),
        .x2(x2),
        .y(sum_out)
    );
    mul multiply (
        .x1(x1),
        .x2(x2),
        .y(mul_out)
    );
    gray gray (
        .clk(clk),
        .srst(srst),
        .dout(gray_out)
    );
    always_comb begin
        nextstate = state;
        case(state)
            STATE_WAIT: if (btn & ~btn_prev) nextstate = STATE_SUM;
            STATE_SUM:  if (btn & ~btn_prev) nextstate = STATE_MUL;
            STATE_MUL:  if (btn & ~btn_prev) nextstate = STATE_GRAY;
            STATE_GRAY: if (btn & ~btn_prev) nextstate = STATE_WAIT;
            default: nextstate = STATE_WAIT;
        endcase
    end
    always_ff @(posedge clk) begin
            case(nextstate)
                STATE_WAIT: y <= 8'b0;
                STATE_SUM:  y <= sum_out;
                STATE_MUL:  y <= mul_out;
                STATE_GRAY: y <= gray_out;
                default: y <= 8'b0;
            endcase
       end
endmodule
module mul (
    input logic [2 : 0] x1,
    input logic [2 : 0] x2,
    output logic [3:0] y
);
assign y = x1 * x2;
endmodule
module sum (
    input logic [2 : 0] x1,
    input logic [2 : 0] x2,
    output logic [3 : 0] y
);
assign y = {1'b0, x1} + {1'b0, x2};  
endmodule
```
==> Table 3: Implementation characteristics <==
Physical implementation characteristics

Parameter                              Value

Status
  Result of the run    complete, no violations

Final timing
  Fin crit period    3.12 ns
  Tightest slew margin relative to the limit    0.549
  Post-layout period usage    0.578
  Final Slew Violations    0
  Sum of negative setup slack    0 ns
  Worst clock skew    just over 0.004 ns
  Worst-margin pin slew    0.676 ns
  Final tally of hold violations    0
  Setup repair after global routing missed its margin    no
  Worst Setup Slack, final    2.28 ns
  Final setup fails    0
  Peak clock frequency supported by timing    320 MHz

Pwr
  Switching Share    0.231
  Static leakage power    0.853 nW
  P per Cell Area    256 nW/um^2
  Worst-case vdd ir drop    0.113 mV
  Relative contribution of the clock network to total power    0.323
  Register share of total power    0.565
  Power spent charging and discharging nets    0.138 mW
  Cell-internal power    0.459 mW
  Combinational cell fraction of total power    0.112

GRT
  Largest net degree at the start of global routing    37
  Combined global-route utilization of all metal layers    0.146
  Grt ovf    0
  Number of antenna violations at the first check in global routing    0
  Global-route wire length before repair    about 6200 um
  Vias in the first global route    1401

Synthesis
  Synth cell types    34
  Top area cell types    sky130_fd_sc_hd__dfxtp_1, sky130_fd_sc_hd__dfrtp_1, sky130_fd_sc_hd__ha_1
  Yosys synthesis warning count    2
  Flip-flops with a built-in enable    0
  Synth Flop Type    sky130_fd_sc_hd__dfxtp_1
  Async S/R FF share, synth    0.0930
  Seq cells post-synth    roughly 43
  Count of mapped cells out of synthesis    236
  Yosys top cell by area    sky130_fd_sc_hd__dfxtp_1
  Chip area line of the yosys report    2100 sq um
  Share of the synthesized area in the top cell type    0.371
  Per-instance average area after synthesis    8.91 sq um
  Count of instantiated cells in the yosys netlist    236
  Sequential cell area fraction in the yosys report    0.419
  Total standard cell area after synthesis    ~2100 sq um

Placement
  Post-DP HPWL    about 2500 um
  Dpl ws    1.98 ns
  IO buf count    12
  Routability congestion estimate from global placement    0.846

Clocking
  Clock Latency Late Sink    0.29 ns
  # resized after CTS    0
  Clock Tree Buf Depth    2
  Root buffer cell    sky130_fd_sc_hd__clkbuf_8
  Total number of clock tree sinks    43
  Clock-pin transition on the worst setup and hold timing paths    0.07 ns
  Number of buffers inserted by hold repair at cts    0
  Number of buffers created by CTS    5
  Post-CTS repair timing setup buffer count    0
  CTS tree    done
  H-Tree Depth    2

Detailed routing
  Number of nets still failing antenna checks after routing    0
  Total wire length    3620 um
  First-pass detailed-route iteration total    4
  Total via count after detailed routing    1608
  Antenna diode count    0
  DRC violation total after the first TritonRoute iteration    between 50 and 60
  Post-detailed-route via-to-cell ratio    5.12
  DRC violation count after routing    0
  Routed wire length per instance    11.5 um

Worst setup path
  CP max FO    4
  Data required time at the worst endpoint    between 5 and 6 ns
  Start-to-end type of the worst setup path    in -> reg
  Startpoint Class    input pin
  Critical-path cell with the highest stage delay    sky130_fd_sc_hd__clkdlybuf4s50_1
  Top cell family by delay on the critical path    adder cells
  Start of the worst register-to-register path    gray.cntr[3]$_SDFF_PP0_
  Setup crit start    x2[1]
  Cells traversed along the worst timing path    clkdlybuf4s50_1 -> ha_1 -> inv_1 -> fa_1 -> inv_1 -> ha_1 -> xor2_1 -> xnor3_1 -> mux2i_1 -> o21ai_0
  Critical Path End Type    flip-flop
  Critical Path Max Stage Delay    0.52 ns
  CP Data Arrival Time    3.28 ns
  Total buffers and inverters traversed by the critical path    3

Flow run
  Stage-log warning count    25
  Maxcap violations    0

Die
  Std cell rows    26
  Initial core utilization    0.414
  Floorplan die area    around 5500 sq um
  DIE WIDTH    ~74 um
  Number of top-level design ports    17
  Height of the die    74.5 um
  Core outline area    5070 sq um

Layout
  Post-synthesis to final-layout area growth    11.0%
  Layout cells sized above 1    0.0410

Min path
  Worst min-delay path category    reg -> reg
  Startpoint of the worst hold path    gray.cntr[0]$_SDFF_PP0_
==> logic make-up (layout without fill, tap and decap cells) <==
logic type | Yosys count | after routing | share of synthesized area
xor gates and xnor gates | 17 | 17 | 0.0774
adders and majority gates | 10 | 10 | 0.0667
other | 1 | 4 | 0.00178
and+or+nand+nor | 92 | 92 | 0.232
buffers and inverters | 24 | 29 | 0.0506
DFF | 43 | 43 | 0.419
muxes | 12 | 12 | 0.0589
AOI/OAI and AO/OA | 37 | 37 | 0.0940
==> cell usage in the layout (no fill, tap or decap), types with 3 or more instances in the layout <==
master / n
sky130_fd_sc_hd__dfxtp_1: 39
sky130_fd_sc_hd__nand2_1: 17
sky130_fd_sc_hd__a21oi_1: 17
sky130_fd_sc_hd__nand3_1: 16
sky130_fd_sc_hd__nor2_1: 16
sky130_fd_sc_hd__o21ai_0: 13
sky130_fd_sc_hd__clkdlybuf4s50_1: 12
sky130_fd_sc_hd__xnor2_1: 10
sky130_fd_sc_hd__or3_1: 10
sky130_fd_sc_hd__mux2i_1: 9
sky130_fd_sc_hd__inv_1: 8
sky130_fd_sc_hd__ha_1: 8
sky130_fd_sc_hd__nor2b_1: 6
sky130_fd_sc_hd__xor2_1: 6
sky130_fd_sc_hd__nand4_1: 6
sky130_fd_sc_hd__or4_1: 5
sky130_fd_sc_hd__nor4_1: 5
sky130_fd_sc_hd__clkbuf_8: 5
sky130_fd_sc_hd__and3_1: 4
sky130_fd_sc_hd__conb_1: 4
sky130_fd_sc_hd__dfrtp_1: 4
sky130_fd_sc_hd__mux2_2: 3
sky130_fd_sc_hd__o31ai_1: 3
sky130_fd_sc_hd__clkbuf_1: 3
==> flip-flops by register name, indices dropped and copies added (netlist names), named ones only <==
signal / flops
gray.cntr: 27
gray.state_counter: 4
state: 4
y: 4
btn_prev: 1
gray.cntr26d: 1
==> power by group through the flow <==
stage / combinational [mW] / clock (mW) / sequential [mW]
after global routing: 0.0753 / 0.216 / 0.339
final: 0.0665 / 0.193 / 0.337
after CTS: 0.0673 / 0.201 / 0.337
==> per-stage QoR <==
step	cell area, sq um	util	hold slack [ns]	power [mW]	std cells
finish	2330	0.460	0.469	0.597	314
global route	2330	0.460	0.489	0.630	314
CTS	2330	0.460	0.475	0.606	314
detailed placement	2250	0.444	0.449	0.411	306
global placement	2250	0.444	0.442	0.412	306
floorplan	2110	-	0.426	0.387	239
==> area by class of cell <==
| class | count | area [sq um] |
|---|---|---|
| multi-input combinational | 172 | 1130 |
| clock buffer | 8 | 80.1 |
| fill | 508 | 2740 |
| timing repair buffer | 13 | 128 |
| sequential | 43 | 881 |
| inverter | 8 | 30.0 |
| tap | 70 | 87.6 |
==> layer usage <==
layer | vias to the layer above | track usage | share of wire
met2 | 28 | 0.218 | 0.43
li1 | 833 | - | -
met4 | 0 | 0.0168 | 0.011
met3 | 4 | 0.0357 | 0.042
met1 | 743 | 0.228 | 0.51
met5 | - | 0 | 0
==> synth_stat cells (8+ instances only) <==
cell type                  instances
sky130_fd_sc_hd__a21oi_1          17
sky130_fd_sc_hd__clkbuf_1         11
sky130_fd_sc_hd__dfxtp_1          39
sky130_fd_sc_hd__ha_1              8
sky130_fd_sc_hd__inv_1             8
sky130_fd_sc_hd__mux2i_1           9
sky130_fd_sc_hd__nand2_1          17
sky130_fd_sc_hd__nand3_1          16
sky130_fd_sc_hd__nor2_1           16
sky130_fd_sc_hd__o21ai_0          13
sky130_fd_sc_hd__or3_1            10
sky130_fd_sc_hd__xnor2_1          10
==> final timing paths <==
path | endpoint | slack (ns) | cells past startpoint
min reg2reg | gray.cntr[0]$_SDFF_PP0_ | 0.47 | 1
max reg2reg | gray.cntr[25]$_SDFF_PP0_ | 2.96 | 4
min in group asynchronous | gray.state_counter[1]$_DFFE_PP0P_ | 1.31 | 3
max | y[3]$_DFF_P_ | 2.28 | 10
min | gray.cntr[0]$_SDFF_PP0_ | 0.47 | 1
max in group asynchronous | gray.state_counter[2]$_DFFE_PP0P_ | 3.93 | 3
==> worst reg2reg max path, stage by stage (launching register included) <==
cell	delay, ns
sky130_fd_sc_hd__dfxtp_1	0.41
sky130_fd_sc_hd__nand4_1	0.42
sky130_fd_sc_hd__or4_1	0.85
sky130_fd_sc_hd__or4_1	0.54
sky130_fd_sc_hd__a21oi_1	0.15
Power and IR drop assume default switching activity.
