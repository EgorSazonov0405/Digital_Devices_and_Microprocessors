File: flow/design.v
module lab74 #(
    parameter DATA_WIDTH = 32,
    parameter ADDR_WIDTH = 4
)(
    input logic clk,
    input logic we,
    input logic [ADDR_WIDTH-1:0] address,
    input logic [DATA_WIDTH-1:0] din,
    output logic [DATA_WIDTH-1:0] dout
);
    logic [DATA_WIDTH-1:0] my_ram [0:2**ADDR_WIDTH-1];
    initial begin
        for (int i = 0; i < 2**ADDR_WIDTH; i++)
            my_ram[i] = 0;
    end
    always_ff @(posedge clk) begin
        if (we) begin
            my_ram[address] <= din;
        end
        dout <= my_ram[address];
    end
endmodule
File: flow/run.sh
#!/bin/bash
# OpenROAD 26Q1-2900-gdf79404cd8, Yosys 0.63+post, stock flow scripts
make -C /OpenROAD-flow-scripts/flow DESIGN_CONFIG=/design/flow/config.mk WORK_HOME=/design/flow/orfs finish
File: flow/config.mk
export PLATFORM = sky130hd
export DESIGN_NAME = lab74
export DESIGN_NICKNAME = lab74
export VERILOG_FILES = /design/flow/design.v
export SDC_FILE = /design/flow/constraint.sdc
export NUM_CORES = 4
export LEC_CHECK = 1
export CORE_UTILIZATION = 50
File: flow/constraint.sdc
current_design lab74

set clk_period 4.4
set clk_io_pct 0.2

create_clock -name clk0 -period $clk_period [get_ports {clk}]

set non_clock_inputs [all_inputs -no_clocks]
set_input_delay [expr $clk_period * $clk_io_pct] -clock clk0 $non_clock_inputs
set_output_delay [expr $clk_period * $clk_io_pct] -clock clk0 [all_outputs]
==> results_slide.txt <==
Physical Implementation Snapshot

Clocking
  • Worst-path clk slew: around 0.060 ns
  • Post-CTS Hold Fix Bufs: 0
  • Number of clock sinks: roughly 540
  • Postcts setup bufs: 0
  • Worst skew pair latency: a little under 0.6 ns
  • # H-tree levels: 2
  • CTS buffer count: around 53
  • CTS max path bufs: 3
  • TritonCTS clock tree: yes
  • Root Buffer: clkbuf_16
  • Post-cts gate resize count: 0

Yosys
  • Tally of yosys warning messages: 1
  • Yosys stat area: approximately 20,000 um^2
  • Register bit total from synthesis: around 540
  • Seq share, synth: 0.806
  • Yosys cell count: between 800 and 900
  • Synthesized area per cell: 23.6 um^2
  • Post-synth cell types: 17
  • Cell area leaders: edfxtp_1 (77%), mux4_2 (15%), dfxtp_1 (3.2%)
  • Mapped Area: between 15,000 and 20,000 um^2
  • Area leader, netlist: edfxtp_1
  • Top cell area share: 0.774
  • Post-Synthesis Cells: roughly 840

Timing
  • F_max: between 300 and 400 MHz
  • TNS Setup: 0 ns
  • Worst hold slack: approximately 0.68 ns
  • Worst-Margin Slew: between 0.9 and 1 ns
  • Final slew viol count: 0
  • Post-Route Skew: 0.0143 ns
  • Final Cycle Share: 0.604
  • Final setup fails: 0
  • Relative slew margins: 0.396
  • Tmin final: roughly 2.7 ns
  • Final hold vios: 0
  • Unrepaired setup endpoints after global routing: false

Detailed routing
  • Number of remaining DRC errors: 0
  • Antenna cells: 0
  • Initial DRC count: 477
  • Avg WL per Cell: 26.3 um
  • Vias per cell: ~5.9
  • Final wirelength: a little under 40,000 um
  • Remaining antenna violation count: 0
  • Via Count: a little under 9k
  • First-pass DRT Iterations: 6

Floorplanning
  • Die Ht: roughly 200 um
  • Core box area: about 40,000 um^2
  • I/O Pins: about 70
  • Die width: between 200 and 250 um
  • Die area: 40,500 um^2
  • FP Rows: approximately 72
  • Fp util: 0.510

Critical path
  • CP Max Fanout: 17
  • R2R Path Start: my_ram[3][17]
  • Reg-to-reg endpoint: dout[17]
  • Kind of critical path: in -> reg
  • Crit path required time: ~4.7 ns
  • Delay-heaviest family, CP: simple AND/OR/NAND/NOR gates
  • Reg2Reg Setup Slack: roughly 3 ns
  • Cell count along the critical path: 4
  • Critical Path Start: address[3]
  • Worst Path Buf+Inv: 2
  • Worst setup SP type: primary input
  • CP Data Arrival Time: a little under 3 ns
  • Critical Path Sink: my_ram[10][10]
  • Slowest cell on crit path: nor2_4
  • Crit-path cells: clkdlybuf4s50_1 -> nand3b_1 -> nor2_4 -> buf_4
  • Cells on worst reg2reg path: 3
  • Critical Path Max Stage Delay: roughly 0.7 ns
  • Crit end category: flop

Global route
  • Congestion Overflow GR: 0
  • Antenna violations before repair: 1
  • Vias in the first global route: 10.4k
  • First-pass GRT wire length: 61,300 um
  • Largest net degree at the start of global routing: 113
  • GRT Overall Usage: 0.233

Power and ir drop
  • Comb pwr share: 0.051
  • Switch Pwr: roughly 2100 uW
  • Clock network fraction of total power: 0.394
  • Sequential share of power: 0.555
  • Internal Power: between 8000 and 9000 uW
  • Worst-case vdd ir drop: around 0.34 mV
  • PD cells: roughly 460 nW/um^2
  • Switching share of power: 0.199
  • Leak: ~0.0072 uW

Place
  • DP HPWL: approximately 22,000 um
  • Dpl cell area: 21,400 um^2
  • # port buffers: roughly 69
  • Gpl congestion: just over 0.8

Job
  • Tool Warnings: 27
  • Max cap viols: 0

Min path
  • Hold Crit Class: reg -> reg

Cells and area
  • Design Area, Final: between 20,000 and 25,000 um^2
  • Fill cells: ~2.7k
  • Area growth from synthesis to final layout: 15.6%
  • Layout cells sized above 1: 0.249

Run status
  • Status: finished, final reports clean
==> power by group through the flow <==
stage	Combinational, uW	Clock [uW]	Sequential (uW)
after CTS	547	4230	5830
after global routing	583	4420	5840
final	533	4130	5830
==> worst register-to-register path: cells and delay by family (launching register included) <==
kind               cells  cell delay (ns)
muxes                  1             0.47
DFF                    1             0.36
and+or+nand+nor        1             0.10
AOI/OAI and AO/OA      1             0.35
==> cells in the final DEF (no fill, tap or decap) <==
cell	instances
or3b_2	1
dfxtp_1	32
buf_4	26
clkbuf_1	18
nor3_2	4
clkinv_1	10
clkinv_2	6
mux4_2	128
nand3_1	1
edfxtp_1	512
clkbuf_16	53
nand3b_1	2
a22oi_1	64
buf_12	5
nand2_1	33
nand2b_1	2
clkbuf_8	7
and2_1	1
clkdlybuf4s50_1	67
nor2_4	13
bufinv_16	1
nor2b_4	2
==> sequential cells by signal (all words and copies together), names as in the netlist <==
name,flops
dout,32
my_ram,512
==> per-layer routing <==
layer | track usage | vias up | wire length (um)
met2 | 0.343 | 553 | 19500
met5 | 0.00238 | - | 12
li1 | - | 3802 | -
met4 | 0.0460 | 2 | 984
met3 | 0.149 | 77 | 5710
met1 | 0.330 | 4453 | 13400
==> final cells by class <==
cell class              instances  area (um^2)  area share
flip-flops and latches        544        16000       0.697
clock buffers                  77         1480      0.0643
repair buffers                 99          980      0.0427
clock inverters                17         97.6     0.00425
well taps                     518          648      0.0282
multi-input cells             251         3750       0.163
==> synth_stat cells <==
| cell | number |
|---|---|
| mux4_2 | 128 |
| nand2b_1 | 2 |
| buf_6 | 6 |
| nor2_1 | 13 |
| nand3b_1 | 2 |
| nand2_1 | 33 |
| nand3_1 | 1 |
| buf_2 | 11 |
| edfxtp_1 | 512 |
| buf_4 | 1 |
| nor3_1 | 4 |
| or3b_2 | 1 |
| nor2b_1 | 2 |
| a22oi_1 | 64 |
| and2_1 | 1 |
| dfxtp_1 | 32 |
| clkbuf_1 | 27 |
==> logic make-up after synthesis <==
| kind of cell | synth area share |
|---|---|
| buffers and inverters | 0.0117 |
| AND/OR/NAND/NOR | 0.0127 |
| multiplexers | 0.145 |
| flip-flops | 0.806 |
| AND-OR/OR-AND | 0.0242 |
==> metrics by stage <==
| stage | total power [uW] | util | instances | setup slack [ns] |
|---|---|---|---|---|
| floorplan | 6200 | - | 840 | 0.278 |
| global placement | 6470 | 0.550 | 1412 | 1.18 |
| detailed placement | 6480 | 0.550 | 1412 | 1.12 |
| CTS | 10600 | 0.590 | 1506 | 1.74 |
| global route | 10800 | 0.590 | 1506 | 1.58 |
| finish | 10500 | 0.590 | 1506 | 1.74 |
==> worst min-delay path by stage <==
stage                  start       end  slack, ns  cells past startpoint
finish        my_ram[14][18]  dout[18]       0.68                      3
global route  my_ram[14][18]  dout[18]       0.71                      3
CTS           my_ram[14][18]  dout[18]       0.68                      3
Power is estimated from default activity; no workload was simulated.
