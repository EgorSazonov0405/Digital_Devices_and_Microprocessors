==> flow/design.v <==
module lab71 (
    input logic clk,
    input logic srst,
    output logic [7:0] dout
);
    logic [3:0] address;
    logic [7:0] rom [0:15];
    initial begin
        rom[0] = 8'b00000000;
        rom[1] = 8'b00110000;
        rom[2] = 8'b01011001;
        rom[3] = 8'b01110101;
        rom[4] = 8'b01111111;
        rom[5] = 8'b01110101;
        rom[6] = 8'b01011001;
        rom[7] = 8'b00110000;
        rom[8] = 8'b00000000;
        rom[9] = 8'b11001111;
        rom[10] = 8'b10100110;
        rom[11] = 8'b10001010;
        rom[12] = 8'b10000001;
        rom[13] = 8'b10001010;
        rom[14] = 8'b10100110;
        rom[15] = 8'b11001111;
    end
    always_ff @(posedge clk) begin
        if (srst)
            address <= 0;
        else
            address <= address + 1;
    end
    assign dout = rom[address];
endmodule
==> flow/run.sh <==
#!/bin/bash
# OpenROAD 26Q1-2900-gdf79404cd8, Yosys 0.63+post, stock flow scripts
make -C /OpenROAD-flow-scripts/flow DESIGN_CONFIG=/design/flow/config.mk WORK_HOME=/design/flow/orfs finish
==> flow/config.mk <==
export PLATFORM = sky130hd
export DESIGN_NAME = lab71
export DESIGN_NICKNAME = lab71
export VERILOG_FILES = /design/flow/design.v
export SDC_FILE = /design/flow/constraint.sdc
export NUM_CORES = 4
export LEC_CHECK = 1
export CORE_AREA = 10 10 70 70
export DIE_AREA = 0 0 80 80
==> flow/constraint.sdc <==
current_design lab71

set clk_period 3.0
set clk_io_pct 0.2

create_clock -name clk0 -period $clk_period [get_ports {clk}]

set non_clock_inputs [all_inputs -no_clocks]
set_input_delay [expr $clk_period * $clk_io_pct] -clock clk0 $non_clock_inputs
set_output_delay [expr $clk_period * $clk_io_pct] -clock clk0 [all_outputs]
==> results_slide.txt <==
Synthesis and Place & Route Summary

Cells and area
  – Top cells excl fill/tap: dfxtp_1, clkdlybuf4s50_1, mux2i_1, ha_1, inv_1
  – Layout area overhead: 28.5%
  – Sequential cell area: ~240 um2
  – Final core occ: between 20% and 30%
  – Layout cells sized above 1: between 10% and 20%
  – Filler instances: about 380
  – Logic area: 314 um2
  – Most numerous logic cell after layout: dfxtp_1

Floorplan
  – Floorplan core density: 17.0%
  – Core area: about 0.0034 mm2
  – Die span in y: around 80 um
  – I/O pin count: 10
  – Num rows: 21
  – Chip area: between 0.006 and 0.007 mm2
  – Die W: 80 um

Yosys
  – Yosys Chip Area: about 580 um2
  – Post-synth cell types: 23
  – Ys flops: 12
  – Gate Count Post-Synth: 53
  – Seq/Total Area, Yosys: between 40 and 50%
  – Cells in synth_stat.txt: approximately 53
  – Mean Syn Cell Area: 10.9 um2
  – Mapped Area: between 500 and 600 um2
  – Synth Flop Type: dfxtp_1
  – Ys async rst share: 0%
  – EDFF count, synth: 0
  – Ys Warns: 1

Timing
  – Min Tclk post-route: ~2.1 ns
  – Highest clock rate: around 0.48 GHz
  – Worst slew margin: 76.8%
  – Setup TNS Final: 0 ns
  – Final setup fails: 0
  – Fin. Hold Viols: 0
  – Cycle use final: a little over two thirds
  – Max-slew violation count: 0
  – Clk_skew: 0.000770 ns
  – Unrepaired setup endpoints after global routing: false
  – Least-Margin Pin Slew: ~0.35 ns

Hold path
  – Hold Crit Class: flip-flop to flip-flop
  – Hold EP: dout[3]
  – Hold wc startpoint: address[0]
  – Worst Hold Depth: 2

Power
  – Int Pwr: between 0.2 and 0.3 mW
  – Switching Share: about a quarter
  – Seq pwr share: 52.5%
  – Sw power: about 0.082 mW
  – Power density cells: about 460 mW/mm2
  – Max VDD drop: between 0.0001 and 0.00015 V
  – Logic pwr share: 20.5%
  – Clock power frac: a little over a quarter
  – Tot Pwr: 0.341 mW
  – Leakage power: 0.308 nW

CTS
  – Setup Buffers After CTS: 0
  – CTS max path bufs: 2
  – Clock root buffer: clkbuf_4
  – CTS Hold Bufs: 0
  – Cts bufs inserted: 3
  – Post-CTS sizing: 0
  – Later-pin clock latency in the skew report: approximately 0.26 ns
  – H-tree levels: 1
  – CTS tree: yes
  – Sink Count: 12
  – CTS clk-pin slew, worst paths: around 0.07 ns

Global route
  – Total grt overflow: 0
  – Initial antenna violation count: 0
  – Number of global-route vias before repair: about 380
  – Gr usage total: under 10%
  – First-pass GRT wire length: ~1.7 mm
  – Largest net degree at the start of global routing: 10

Place
  – Port Buffers: 9
  – Gpl congestion: 0.757
  – Post-DP HPWL: 750 um

Worst setup path
  – Critical Path AT: around 2.3 ns
  – Crit. End Element: flip-flop
  – CP max FO: 9
  – Reg-to-reg startpoint: address[0]
  – Worst R2R Setup Slack: roughly 1.4 ns
  – WP data required: 3.20 ns
  – Crit path kind: primary input to flip-flop
  – Startpoint types: primary input
  – Reg-to-reg endpoint: dout[5]
  – Worst-case reg-to-reg path depth: 6

Route
  – Final ANT Viol Nets: 0
  – Wire length per cell: about 8.6 um
  – Vias per cell: 3.49
  – Routed WL: 947 um
  – Drt pass-1 iters: 4
  – Iter 0 DRT Violations: about 67
  – Ant diodes: 0
  – DRC viols: 0
  – Via count: 384

Run status
  – Outcome: finished, final reports clean

Job
  – Stage-log warning count: 30
  – Max-capacitance violation count: 0
[power groups by stage]
stage | clock network (mW) | registers (mW) | logic (mW)
after CTS | 0.0984 | 0.180 | 0.0718
after global routing | 0.106 | 0.181 | 0.0812
final | 0.0920 | 0.179 | 0.0701
[synth_stat cells (2+ instances only)]
cell,instances,area share (%)
dfxtp_1,12,41
ha_1,7,15
mux2i_1,7,12
inv_1,4,2.6
a21oi_1,3,2.6
a211oi_1,2,2.6
nor3_1,2,1.7
[cell type report]
type,count,area share [%]
multi-input combinational,35,42.2
sequential,12,32.3
timing repair buffer,9,12.1
tap,46,7.73
clock buffer,3,3.03
inverter,5,2.69
[critical path: stages]
cell	delay, ns
clkdlybuf4s50_1	0.58
or2_2	0.43
ha_1	0.32
nor3_1	0.18
a21oi_1	0.06
mux2i_1	0.12
[per-layer routing]
metal / global-route usage (%) / wire length [um] / vias up
li1: - / - / 201
met1: 4.27 / 441 / 174
met2: 4.57 / 394 / 7
met3: 1.82 / 100 / 2
met4: 0.880 / 11 / 0
met5: 0 / 0 / -
[through the flow]
stage                     hold WS (ns)  std cells  worst slack (ns)  area, um2
after floorplan                  0.548         53              1.20        579
after global placement           0.577        107             0.676        722
after detailed placement         0.602        107             0.648        722
after CTS                        0.627        110             0.919        744
after global routing             0.695        110             0.773        744
final                            0.618        110             0.903        744
[registers in the layout, indices dropped and copies added, names as in the netlist]
name,cells
address,4
dout,8
[logic make-up (layout without fill, tap and decap cells)]
| kind of cell | Yosys count | after routing | synth area share [%] |
|---|---|---|---|
| adder cells (fa/ha/maj) | 7 | 7 | 15.1 |
| AND-OR/OR-AND | 7 | 7 | 7.99 |
| XOR/XNOR | 3 | 3 | 5.83 |
| AND/OR/NAND/NOR | 10 | 10 | 10.6 |
| multiplexers | 8 | 8 | 14.7 |
| flip-flops | 12 | 12 | 41.5 |
| buffers and inverters | 6 | 17 | 4.32 |
[worst max path at each step]
| stage | startpoint | endpoint | cells after the start |
|---|---|---|---|
| after CTS | srst | dout[0] | 6 |
| after global routing | srst | dout[5] | 6 |
| final | srst | dout[0] | 6 |
Power figures rest on the tool's default switching activity, not on a simulated workload.
